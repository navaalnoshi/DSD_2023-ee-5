`flow/run.sh`:
```
#!/bin/bash
# OpenROAD 26Q1-2900-gdf79404cd8, Yosys 0.63+post, stock flow scripts
make -C /OpenROAD-flow-scripts/flow DESIGN_CONFIG=/design/flow/config.mk WORK_HOME=/design/flow/orfs finish
```
`flow/design.v`:
```
`timescale 1ns / 1ps
module lab_7(
    input logic clk,          
    input logic write,        
    input logic reset,        
    input logic [3:0] num,    
    input logic [2:0] sel,    
    output reg [7:0] anode,   
    output reg [6:0] seg,      
    output logic dp
);
    logic slow_clk;            
    logic [3:0] q[7:0];        
    logic  en [0:7];            
    logic [3:0] m_out;         
    logic [16:0] clk_div;      
    logic [2:0] disp_counter;  
    logic [2:0] new_sel;
    always_comb begin 
        for (int i = 0; i < 8; i = i + 1) begin 
            en[i] = write & ~anode[i];
        end
    end
    always_ff @(posedge clk or posedge reset) begin
        if (reset) begin
            q[0] <= 4'b0000; q[1] <= 4'b0000; q[2] <= 4'b0000; q[3] <= 4'b0000;
            q[4] <= 4'b0000; q[5] <= 4'b0000; q[6] <= 4'b0000; q[7] <= 4'b0000;
        end else begin
            if (en[0]) q[0] <= num;
            if (en[1]) q[1] <= num;
            if (en[2]) q[2] <= num;
            if (en[3]) q[3] <= num;
            if (en[4]) q[4] <= num;
            if (en[5]) q[5] <= num;
            if (en[6]) q[6] <= num;
            if (en[7]) q[7] <= num;
        end
    end
    always_ff @(posedge clk or posedge reset) begin
        if (reset)
            clk_div <= 0;
        else
            clk_div <= clk_div + 1'b1;
    end
    assign slow_clk = clk_div[16];
    always_ff @(posedge slow_clk or posedge reset) begin
        if (reset)
            disp_counter <= 0;
        else
            disp_counter <= disp_counter + 1'b1;
    end
    always_comb begin
        if (write)
            new_sel = sel;
        else
            new_sel = disp_counter;
    end
    always_comb begin
        case (new_sel)
            3'b000: m_out = q[0];
            3'b001: m_out = q[1];
            3'b010: m_out = q[2];
            3'b011: m_out = q[3];
            3'b100: m_out = q[4];
            3'b101: m_out = q[5];
            3'b110: m_out = q[6];
            3'b111: m_out = q[7];
        endcase
    end
    always_comb begin
        case (m_out)
            4'b0000 : seg = 7'b0000001;
            4'b0001 : seg = 7'b1001111;
            4'b0010 : seg = 7'b0010010;
            4'b0011 : seg = 7'b0000110;
            4'b0100 : seg = 7'b1001100;
            4'b0101 : seg = 7'b0100100;
            4'b0110 : seg = 7'b0100000;
            4'b0111 : seg = 7'b0001111;
            4'b1000 : seg = 7'b0000000;
            4'b1001 : seg = 7'b0000100;
            4'b1010 : seg = 7'b0001000;
            4'b1011 : seg = 7'b1100000;
            4'b1100 : seg = 7'b0110001;
            4'b1101 : seg = 7'b1000010;
            4'b1110 : seg = 7'b0110000;
            4'b1111 : seg = 7'b0111000;
            endcase
    end
    always_comb begin
        case (new_sel)
             3'b000 : anode = 8'b11111110;
             3'b001 : anode = 8'b11111101;
             3'b010 : anode = 8'b11111011;
             3'b011 : anode = 8'b11110111;
             3'b100 : anode = 8'b11101111;
             3'b101 : anode = 8'b11011111;
             3'b110 : anode = 8'b10111111;
             3'b111 : anode = 8'b01111111;
        endcase
    end
    assign dp=1;
endmodule
```
`flow/constraint.sdc`:
```
current_design lab_7

set clk_period 6.4
set clk_io_pct 0.2

create_clock -name clk0 -period $clk_period [get_ports {clk}]

set non_clock_inputs [all_inputs -no_clocks]
set_input_delay [expr $clk_period * $clk_io_pct] -clock clk0 $non_clock_inputs
set_output_delay [expr $clk_period * $clk_io_pct] -clock clk0 [all_outputs]
```
`flow/config.mk`:
```
export PLATFORM = sky130hd
export DESIGN_NAME = lab_7
export DESIGN_NICKNAME = lab_7
export VERILOG_FILES = /design/flow/design.v
export SDC_FILE = /design/flow/constraint.sdc
export NUM_CORES = 4
export LEC_CHECK = 1
export CORE_UTILIZATION = 40
export SYNTH_HDL_FRONTEND = slang
```
==> results.sh <==
# flow metrics
export IMPL_status="complete, no violations"
export IMPL_crit_top_cell="clkdlybuf4s50_1"
export IMPL_slew_limit_headroom=0.5254
export IMPL_cts_clk_slew_worst_paths_ps=90
export IMPL_unclocked_regs=3
export IMPL_fp_util=0.4118
export IMPL_r2r_start="clk_div[4]"
export IMPL_cts_buffers=5
export IMPL_n_antenna_cell=0
export IMPL_die_w_um=88.41
export IMPL_flop_cell="dfrtp_1"
export IMPL_wire_per_inst_um=15.44
export IMPL_dpl_hpwl_um=4251
export IMPL_grt_pass1_vias=1918
export IMPL_cts_max_level=2
export IMPL_syn_avg_cell_area_um2=11.67
export IMPL_yosys_warnings=0
export IMPL_critPathMaxFanout=13
export IMPL_cts_setup_buffers=0
export IMPL_post_cts_resized=0
export IMPL_drt_initial_drc_count=102
export IMPL_worstSetupPathType="in2out"
export IMPL_worst_pin_slew_ps=706.5
export IMPL_final_antenna_net_count=0
export IMPL_fin_cells=379
export IMPL_dp_cells=371
export IMPL_pin_count=26
export IMPL_gr_total_overflow=0
export IMPL_min_path_type="reg2reg"
export IMPL_syn_area_um2=2987
export IMPL_ys_types=56
export IMPL_fp_dieH_um=88.41
export IMPL_rrSetupSlack_ps=4730
export IMPL_reg2reg_to="clk_div[16]"
export IMPL_placed_cell_area_um2=3286
export IMPL_nFillCells=662
export IMPL_comb_area_um2=1541
export IMPL_drv_cap=0
export IMPL_seq_area_um2=1301
export IMPL_layout_top_cell="dfrtp_1"
export IMPL_crit_arrival_ps=4600
export IMPL_skew_ps=11.38
export IMPL_crit_chain="clkdlybuf4s50_1 -> buf_4 -> mux2_4 -> o31ai_1 -> a31oi_1 -> o32ai_4 -> inv_2 -> ha_1 -> nor3_1 -> a21o_1 -> clkdlybuf4s50_1"
export IMPL_area_growth_synth_to_final_pct=13.45
export IMPL_crit_path_max_incr_delay_ps=840
export IMPL_synth_seq_share=0.4357
export IMPL_cts_hold_buf=0
export IMPL_unconstrained_endpoints=3
export IMPL_dieArea_um2=7816
export IMPL_ys_cells=256
export IMPL_viasPerCell=5.050
export IMPL_cts_tree="done"
export IMPL_r2r_cells=6
export IMPL_drt_pass1_iter_count=4
export IMPL_finalWirelength_um=5853
export IMPL_port_buffers=24
export IMPL_track_usage=0.1695
export IMPL_rsz0062_at_grt="false"
export IMPL_grt_max_degree=53
export IMPL_p_per_area_nw_per_um2=235.1
export IMPL_ys_flops=52
export IMPL_ir_drop_mv=0.1464
export IMPL_yosys_area_um2=2987
export IMPL_final_hold_viol_count=0
export IMPL_gp_congestion=0.7982
export IMPL_netlist_instances=256
export IMPL_endpoint_kind="output port"
export IMPL_endpoint="seg[4]"
export IMPL_clockBufferDepth=2
export IMPL_edf_count=0
export IMPL_drv_slew=0
export IMPL_startpoint="write"
export IMPL_grt_pass1_wl_um=9825
export IMPL_root_buffer="clkbuf_8"
export IMPL_warnings=29
export IMPL_worstSetupStartpointType="input port"
export IMPL_design_area_um2=3388
export IMPL_drc=0
export IMPL_mostFrequentLayoutCells="52 x dfrtp_1, 30 x mux2_2, 24 x clkdlybuf4s50_1"
export IMPL_layout_min_cycle_time_ps=5876
export IMPL_worstSkewPairLatency_ps=310
export IMPL_drive_gt1_frac=0.2250
export IMPL_fmax_ghz=0.1702
export IMPL_antenna_found_initial=0
export IMPL_setup_tns_ps=0
export IMPL_setup_viol=0
export IMPL_cp_required_ps=5120
export IMPL_async_flop_share=1.000
export IMPL_rows=31
export IMPL_p_leak_uw=0.001457
export IMPL_period_used=0.9181
export IMPL_core_um2=7253
export IMPL_slowest_stage="clkdlybuf4s50_1"
export IMPL_via_count=1914
through the flow:
stage	hold slack, ps	setup slack [ps]	util	total power, uW
after global routing	482.5	302.6	0.4671	849.6
final	452.4	524.2	0.4671	796.6
after floorplan	422.4	1995	-	534.5
after global placement	444.2	545.6	0.4530	608.7
after detailed placement	447.2	546.3	0.4530	609.0
after CTS	460.3	540.5	0.4671	806.2
area by class of cell:
| class | count | area share |
|---|---|---|
| clock buffer | 5 | 0.02031 |
| clock inverter | 3 | 0.009970 |
| inverter | 11 | 0.01219 |
| multi-input combinational | 180 | 0.4549 |
| sequential | 52 | 0.3840 |
| tap | 99 | 0.03656 |
| timing repair buffer | 29 | 0.08198 |
worst min-delay path by stage:
stage,from,to,cells after the start
global route,clk_div[0],clk_div[0],1
CTS,clk_div[0],clk_div[0],1
finish,clk_div[0],clk_div[0],1
critical path: cells and delay by family:
kind            cells  cell delay, ps
fa+ha+maj           1             250
simple gates        1             190
buf+inv             4            1650
mux                 1             370
compound gates      4             860
Yosys cell counts (3+ instances only):
| cell type | count | area share |
|---|---|---|
| nand2_1 | 20 | 0.025 |
| nor3b_1 | 4 | 0.010 |
| buf_2 | 4 | 0.0067 |
| mux2_2 | 30 | 0.11 |
| o22ai_1 | 4 | 0.0084 |
| o21ai_0 | 4 | 0.0067 |
| xnor2_1 | 14 | 0.041 |
| nor3_1 | 6 | 0.010 |
| inv_1 | 10 | 0.013 |
| nand3_1 | 13 | 0.022 |
| xor2_1 | 3 | 0.0088 |
| nor2_1 | 6 | 0.0075 |
| a31oi_1 | 3 | 0.0063 |
| a21o_1 | 4 | 0.010 |
| dfrtp_1 | 52 | 0.44 |
| mux2i_1 | 13 | 0.044 |
| nand4b_1 | 3 | 0.0088 |
| and3_1 | 4 | 0.0084 |
| ha_1 | 8 | 0.034 |
| buf_6 | 6 | 0.023 |
sequential cells by signal, indices dropped and copies added, names as in the netlist:
register      cells
clk_div          17
disp_counter      3
q                32
per-layer routing:
layer  vias to the layer above  GRT usage  part of all wire
met5                         -          0                 0
met4                         0    0.01320            0.0097
met3                         7    0.02460             0.026
met1                       917     0.2768              0.52
met2                        21     0.2622              0.44
li1                        969          -                 -
power breakdown:
group / internal [uW] / switching, uW
combinational: 126 / 96.4
sequential: 354 / 25.4
clock: 81.6 / 114
total: 561 / 236
logic make-up after synthesis:
group,count (synthesis),synth area share
AOI/OAI and AO/OA,38,0.1232
xor gates and xnor gates,17,0.04986
adders and majority gates,8,0.03352
buffers and inverters,24,0.04818
DFF,52,0.4357
muxes,48,0.1835
other,1,0.001256
and+or+nand+nor,68,0.1248
Power is estimated from default activity; no workload was simulated.
