File: flow/constraint.sdc
current_design Lab5_behavioral

set clk_period 1.6
set clk_io_pct 0.2

create_clock -name clk0 -period $clk_period

set non_clock_inputs [all_inputs -no_clocks]
set_input_delay [expr $clk_period * $clk_io_pct] -clock clk0 $non_clock_inputs
set_output_delay [expr $clk_period * $clk_io_pct] -clock clk0 [all_outputs]
File: flow/config.mk
export PLATFORM = sky130hd
export DESIGN_NAME = Lab5_behavioral
export DESIGN_NICKNAME = Lab5_behavioral
export VERILOG_FILES = /design/flow/design.v
export SDC_FILE = /design/flow/constraint.sdc
export NUM_CORES = 4
export LEC_CHECK = 1
export CORE_AREA = 10 10 70 70
export DIE_AREA = 0 0 80 80
export SYNTH_HDL_FRONTEND = slang
File: flow/run.sh
#!/bin/bash
# OpenROAD 26Q1-2900-gdf79404cd8, Yosys 0.63+post, stock flow scripts
make -C /OpenROAD-flow-scripts/flow DESIGN_CONFIG=/design/flow/config.mk WORK_HOME=/design/flow/orfs finish
File: flow/design.v
module Lab5_behavioral(
    input logic [2:0] sel,
    input logic [3:0] num,
    output logic A, B, C, D, E, F, G, DP,
    output logic [7:0] AN
);
    always_comb begin
        case (num)
            4'b0000: {A, B, C, D, E, F, G} = 7'b0000001;
            4'b0001: {A, B, C, D, E, F, G} = 7'b1001111;
            4'b0010: {A, B, C, D, E, F, G} = 7'b0010010;
            4'b0011: {A, B, C, D, E, F, G} = 7'b0000110;
            4'b0100: {A, B, C, D, E, F, G} = 7'b1001100;
            4'b0101: {A, B, C, D, E, F, G} = 7'b0100100;
            4'b0110: {A, B, C, D, E, F, G} = 7'b0100000;
            4'b0111: {A, B, C, D, E, F, G} = 7'b0001111;
            4'b1000: {A, B, C, D, E, F, G} = 7'b0000000;
            4'b1001: {A, B, C, D, E, F, G} = 7'b0000100;
            4'b1010: {A, B, C, D, E, F, G} = 7'b0001000;
            4'b1011: {A, B, C, D, E, F, G} = 7'b1100000;
            4'b1100: {A, B, C, D, E, F, G} = 7'b0110001;
            4'b1101: {A, B, C, D, E, F, G} = 7'b1000010;
            4'b1110: {A, B, C, D, E, F, G} = 7'b0110000;
            4'b1111: {A, B, C, D, E, F, G} = 7'b0111000;
            default: {A, B, C, D, E, F, G} = 7'b1111111; 
        endcase
    end
    assign DP = 0;
    always_comb begin
        case (sel)
            3'b000: AN = 8'b11111110;
            3'b001: AN = 8'b11111101;
            3'b010: AN = 8'b11111011;
            3'b011: AN = 8'b11110111;
            3'b100: AN = 8'b11101111;
            3'b101: AN = 8'b11011111;
            3'b110: AN = 8'b10111111;
            3'b111: AN = 8'b01111111;
            default: AN = 8'b11111111; 
        endcase
    end
endmodule
==> results_slide.txt <==
Key Metrics from the Run

Floorplanning
  • Die Ht: 80 um
  • Die width: 80 um
  • Fp util: 0.101
  • Core area: 3420 sq um
  • # rows: 21
  • Chip area: 6400 sq um
  • IO Pins: 23

Finish
  • Layout Area Growth over Synthesis: 116%
  • Top cell excl fill/tap: buf_4
  • Clk_buf instances: 0
  • Util after Layout: 0.219
  • Most numerous logic cells after layout: buf_4, dlygate4sd2_1, buf_2, buf_6
  • Flops: 0
  • Register area: 0 sq um
  • Share of layout cells above drive strength 1: 0.506

Run status
  • Failing checks: negative setup slack
  • Status: complete, but fails checks

Synthesis
  • Netlist cell types: 21
  • Yosys Warn Count: 0
  • Cell Area, Synth: 345 sq um
  • Top cell type by total area after synthesis: ha_1
  • # Cells Yosys: 43
  • Share of the synthesized area in the top cell type: 0.254
  • Mean Syn Cell Area: 8.03 sq um
  • Top cells by area: ha_1, mux2i_1, mux4_1
  • Yosys stat chip area: 345 sq um
  • Cells after Synth: 43
  • Sequential share of the synthesized area: 0

Critical path
  • Crit-path max FO: 4
  • Cell-by-cell trace of the critical path: buf_8, inv_6, ha_1, inv_2, mux4_2, buf_2
  • CP max stage cell: mux4_2
  • Crit path required time: 1.28 ns
  • WS Path Type: input pin to output port
  • Largest stage delay, worst path: 0.44 ns
  • Arrival @ worst endpoint: 1.35 ns
  • Setup crit end kind: output port
  • Startpoint types: input pin

Routing
  • 1st-iter DRT viols: 9
  • DRC viols: 0
  • Met1 wire length: 548 um
  • WL/cell: 10.3 um
  • Met2 routed WL: 694 um
  • Total Routed Length: 1270 um
  • # diodes: 0
  • Vias per cell: 3.42
  • Max Used Layer: met3
  • Post-route ant nets: 0
  • Via count: 421
  • Drt pass-1 iters: 4
  • Wire length on met3: 24 um

STA
  • Final Hold Vio Count: 0
  • RSZ-0062 raised after global routing: yes
  • Fmax: 600 MHz
  • Worst setup margin: -0.0659 ns
  • Fin crit share: 1.04
  • Post-layout min period: 1.67 ns
  • Fin. max-slew vios: 0
  • Final Setup Violations: 2

Power and ir drop
  • Flop pwr share: 0
  • Static leakage: 0.329 nW
  • Clock share of power: 0
  • Sw Pwr: 0.0626 mW
  • Switch share: 0.393
  • PwrDens: 213 nW/um^2
  • Cell Int Power: 0.0967 mW
  • Combinational group share of total power: 1.000
  • Worst VDD drop: 0.0370 mV

Placement
  • Hpwl dp: 1000 um
  • Worst slack at placement: -0.938 ns
  • Port bufs: 22
  • Final GP Congestion: 0.728

Global routing
  • Largest net degree at the start of global routing: 9
  • Vias in the first global route: 407
  • Total track usage: 0.0354
  • First-pass GRT wire length: 1930 um
  • Initial antenna violation count: 0
  • Remaining global-route overflow: 0

Run
  • Log Warnings: 40
  • Max_cap viols: 0

Min path
  • Worst hold path type: input pin to output port
==> final timing paths <==
path	to	slack [ns]	start	depth (start not counted)
min	AN[0]	1.04	sel[0]	3
max	D	-0.07	num[0]	6
==> routing by layer <==
| layer | global-route usage | vias to the layer above |
|---|---|---|
| met3 | 0.00114 | 0 |
| met5 | 0 | - |
| met1 | 0.0423 | 197 |
| met4 | 0 | 0 |
| li1 | - | 218 |
| met2 | 0.0706 | 6 |
==> critical path: cells and delay by family <==
family / cells / cell delay (ns)
adders and majority gates: 1 / 0.28
muxes: 1 / 0.44
buffers and inverters: 4 / 0.30
==> cell type report <==
type / instances / area (sq um)
timing repair buffer: 37 / 314
tap: 46 / 57.6
inverter: 3 / 23.8
multi-input combinational: 37 / 352
fill: 374 / 2670
==> per-stage QoR <==
step	TNS, ns	power (mW)	instances	hold slack, ns	cell area, sq um
after global placement	-7.82	0.154	121	1.69	697
after global routing	-0.216	0.176	123	1.07	747
final	-0.129	0.159	123	1.04	747
after floorplan	0	0.0527	43	0.655	345
after CTS	-0.303	0.154	122	1.07	733
after detailed placement	-8.01	0.156	121	1.70	697
==> logic make-up (layout without fill, tap and decap cells) <==
family                     after synthesis  count (layout)  synth area share
AOI/OAI and AO/OA                        6               6             0.123
adders and majority gates                7               7             0.254
buffers and inverters                    6              40             0.101
muxes                                    6               6             0.225
other                                    1               1            0.0109
and+or+nand+nor                         17              17             0.286
==> repair_timing <==
action,in CTS,in global routing
gates resized,63,13
pin swaps,4,6
cloned,1,0
hold buffers,0,0
setup buffers,1,1
endpoints found under the setup margin,15,9
==> cells in the mapped netlist (2+ instances only) <==
master    count
nor2_1        6
ha_1          7
nand3b_1      3
inv_1         3
a22o_1        2
mux2i_1       4
o21ai_0       2
or3b_2        2
nand2_1       2
==> power by group through the flow <==
stage	Combinational, mW	Clock [mW]	Sequential (mW)
6_report	0.159	0	0
5_1_grt	0.176	0	0
4_1_cts	0.154	0	0
Power is estimated from default activity; no workload was simulated.
