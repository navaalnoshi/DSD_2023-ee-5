===== ./design.v =====
`timescale 1ns / 1ps
module elevator #(
    parameter COUNT_20S = 10_00_000_000,
    parameter COUNT_1S  = 200_000_000
)(
    input  logic        direction,
    input  logic [2:0]  req_floor,
    input  logic        clk,
    input  logic        reset,
    input  logic        emergency,
    input  logic        valid_in,
    output logic [6:0]  cathode,
    output logic [7:0]  anode,
    output logic r,
    output logic g,
    output logic b
);
logic enable_20s, enable_1s;
logic [2:0] floor_to_go;
logic [30:0] counter;
logic [30:0] counter_1;
logic counting, counting_1;
logic call_up [7:0];
logic call_down [7:0];
logic calls [7:0];
logic floor_increment, floor_decrement;
logic nearest_floor_enable;
logic [2:0] current_floor;
logic one_up_req_completed, one_down_req_completed;
logic [2:0] nearest_floor;
logic [2:0] max_req, min_req;
logic up, down;
always_ff @(posedge clk or posedge reset) begin
    if (reset)
        call_up <= '{default: 1'b0};
    else if (valid_in && direction && (current_floor < req_floor))
        call_up[req_floor] <= 1'b1;
    else if (one_up_req_completed)
        call_up[current_floor] <= 1'b0;
end
always_ff @(posedge clk or posedge reset) begin
    if (reset)
        call_down <= '{default: 1'b0};
    else if (valid_in && !direction && (current_floor > req_floor))
        call_down[req_floor] <= 1'b1;
    else if (one_down_req_completed)
        call_down[current_floor] <= 1'b0;
end
always_ff @(posedge clk or posedge reset) begin
    if (reset)
        calls <= '{default: 1'b0};
    else if (valid_in)
        calls[req_floor] <= 1'b1;
    else if (one_up_req_completed || one_down_req_completed)
        calls[current_floor] <= 1'b0;
end
always_ff @(posedge clk or posedge reset) begin
    if (reset)
        current_floor <= 3'd0;
    else if (floor_increment && enable_1s)
        current_floor <= current_floor + 1;
    else if (floor_decrement && enable_1s)
        current_floor <= current_floor - 1;
end
always_ff @(posedge clk or posedge reset) begin
    if (reset)
        floor_to_go <= 3'd0;
    else if (nearest_floor_enable)
        floor_to_go <= nearest_floor;
end
always_comb begin
    max_req = 0;
    min_req = 7;
    nearest_floor = current_floor;
    up = 0;
    down = 0;
    if (call_up[7]) max_req = 7;
    else if (call_up[6]) max_req = 6;
    else if (call_up[5]) max_req = 5;
    else if (call_up[4]) max_req = 4;
    else if (call_up[3]) max_req = 3;
    else if (call_up[2]) max_req = 2;
    else if (call_up[1]) max_req = 1;
    else if (call_up[0]) max_req = 0;
    if (call_down[0]) min_req = 0;
    else if (call_down[1]) min_req = 1;
    else if (call_down[2]) min_req = 2;
    else if (call_down[3]) min_req = 3;
    else if (call_down[4]) min_req = 4;
    else if (call_down[5]) min_req = 5;
    else if (call_down[6]) min_req = 6;
    else if (call_down[7]) min_req = 7;
    if (max_req > current_floor)
        up = 1;
    else if (min_req < current_floor)
        down = 1;
    if (up) begin
        if (current_floor <= 6 && call_up[current_floor + 3'd1]) nearest_floor = current_floor + 3'd1;
        else if (current_floor <= 5 && call_up[current_floor + 3'd2]) nearest_floor = current_floor + 3'd2;
        else if (current_floor <= 4 && call_up[current_floor + 3'd3]) nearest_floor = current_floor + 3'd3;
        else if (current_floor <= 3 && call_up[current_floor + 3'd4]) nearest_floor = current_floor + 3'd4;
        else if (current_floor <= 2 && call_up[current_floor + 3'd5]) nearest_floor = current_floor + 3'd5;
        else if (current_floor <= 1 && call_up[current_floor + 3'd6]) nearest_floor = current_floor + 3'd6;
        else if (current_floor == 0 && call_up[current_floor + 3'd7]) nearest_floor = current_floor + 3'd7;
    end else if (down) begin
        if (current_floor >= 1 && call_down[current_floor - 3'd1]) nearest_floor = current_floor - 3'd1;
        else if (current_floor >= 2 && call_down[current_floor - 3'd2]) nearest_floor = current_floor - 3'd2;
        else if (current_floor >= 3 && call_down[current_floor - 3'd3]) nearest_floor = current_floor - 3'd3;
        else if (current_floor >= 4 && call_down[current_floor - 3'd4]) nearest_floor = current_floor - 3'd4;
        else if (current_floor >= 5 && call_down[current_floor - 3'd5]) nearest_floor = current_floor - 3'd5;
        else if (current_floor >= 6 && call_down[current_floor - 3'd6]) nearest_floor = current_floor - 3'd6;
        else if (current_floor == 7 && call_down[current_floor - 3'd7]) nearest_floor = current_floor - 3'd7;
    end else begin
        if (calls[0]) nearest_floor = 0;
        else if (calls[1]) nearest_floor = 1;
        else if (calls[2]) nearest_floor = 2;
        else if (calls[3]) nearest_floor = 3;
        else if (calls[4]) nearest_floor = 4;
        else if (calls[5]) nearest_floor = 5;
        else if (calls[6]) nearest_floor = 6;
        else if (calls[7]) nearest_floor = 7;
        if (nearest_floor > current_floor)
            up = 1;
        else if (nearest_floor < current_floor)
            down = 1;
    end
end
typedef enum logic [2:0] {
    RESET,
    IDLE,
    MOVING_UP,
    MOVING_DOWN,
    DOOR_OPEN,
    DOOR_CLOSE,
    EMERGENCY
} state_t;
state_t current_state, next_state;
always_ff @(posedge clk or posedge reset) begin
    if (reset)
        current_state <= RESET;
    else
        current_state <= next_state;
end
always_comb begin
    next_state = current_state;
    floor_increment = 0;
    floor_decrement = 0;
    nearest_floor_enable = 0;
    one_up_req_completed = 0;
    one_down_req_completed = 0;
    r = 0;
    g = 0;
    b = 0;
    if (reset) begin
        floor_increment = 0;
        floor_decrement = 0;
        nearest_floor_enable = 0;
        one_up_req_completed = 0;
        one_down_req_completed = 0;
        r = 0;
        g = 0;
        b = 0;
    end
    case (current_state)
        RESET: begin
            next_state = IDLE;
        end
        IDLE: begin
            nearest_floor_enable = 1;
            g = 1;
            if (emergency) begin
                next_state = EMERGENCY;
                g = 0;
            end else if (current_floor < floor_to_go) begin
                next_state = MOVING_UP;
                g = 0;
            end else if (current_floor > floor_to_go) begin
                next_state = MOVING_DOWN;
                g = 0;
            end
        end
        MOVING_UP: begin
            b = 1;
            if (emergency) begin
                next_state = EMERGENCY;
                b = 0;
            end else if (!(current_floor == floor_to_go || call_up[current_floor])) begin
                floor_increment = 1;
                b = 1;
            end else begin
                one_up_req_completed = 1;
                b = 0;
                next_state = DOOR_OPEN;
            end
        end
        MOVING_DOWN: begin
            r = 1;
            g = 1;
            if (emergency) begin
                next_state = EMERGENCY;
                r = 0;
                g = 0;
            end else if (!(current_floor == floor_to_go ||  call_down[current_floor])) begin
                floor_decrement = 1;
                r = 1;
                g = 1;
            end else begin
                one_down_req_completed = 1;
                next_state = DOOR_OPEN;
                r = 0;
                g = 0;
            end
        end
        DOOR_OPEN: begin
            g = 1;
            b = 1;
            if (emergency) begin
                next_state = EMERGENCY;
                g = 0;
                b = 0;
            end else if (enable_1s) begin
                next_state = DOOR_CLOSE;
                g = 0;
                b = 0;
            end
        end
        DOOR_CLOSE: begin
            r = 1;
            b = 1;
            nearest_floor_enable = 1;
            if (emergency) begin
                next_state = EMERGENCY;
                r = 0;
                b = 0;
            end else if (enable_20s) begin
                next_state = IDLE;
                r = 0;
                b = 0;
            end
        end
        EMERGENCY: begin
            r = 1;
            if (!emergency) begin
                r = 0;
                next_state = IDLE;
            end
        end
    endcase
end
always_ff @(posedge clk or posedge reset) begin
    if (reset) begin
        counter <= 0;
        enable_20s <= 0;
        counting <= 0;
    end else begin
        if (current_state == DOOR_CLOSE)
            counting <= 1;
        else begin
            counting <= 0;
            counter <= 0;
        end
        if (counting) begin
            if (counter == COUNT_20S - 1) begin
                enable_20s <= 1;
                counter <= 0;
            end else begin
                counter <= counter + 1;
                enable_20s <= 0;
            end
        end else
            enable_20s <= 0;
    end
end
always_ff @(posedge clk or posedge reset) begin
    if (reset) begin
        counter_1 <= 0;
        enable_1s <= 0;
        counting_1 <= 0;
    end else begin
        if (current_state == MOVING_UP || current_state == MOVING_DOWN || current_state == DOOR_OPEN)
            counting_1 <= 1;
        else begin
            counting_1 <= 0;
            counter_1 <= 0;
        end
        if (counting_1) begin
            if (counter_1 == COUNT_1S - 1) begin
                enable_1s <= 1;
                counter_1 <= 0;
                counting_1 <= 0;
            end else begin
                counter_1 <= counter_1 + 1;
                enable_1s <= 0;
            end
        end else
            enable_1s <= 0;
    end
end
always_comb begin
    case (current_floor)
        3'b000 : anode = 8'b11111110;
        3'b001 : anode = 8'b11111101;
        3'b010 : anode = 8'b11111011;
        3'b011 : anode = 8'b11110111;
        3'b100 : anode = 8'b11101111;
        3'b101 : anode = 8'b11011111;
        3'b110 : anode = 8'b10111111;
        3'b111 : anode = 8'b01111111;
    endcase
end
always_comb begin
    case (current_floor)
        3'b000 : cathode = 7'b0000001;
        3'b001 : cathode = 7'b1001111;
        3'b010 : cathode = 7'b0010010;
        3'b011 : cathode = 7'b0000110;
        3'b100 : cathode = 7'b1001100;
        3'b101 : cathode = 7'b0100100;
        3'b110 : cathode = 7'b0100000;
        3'b111 : cathode = 7'b0001111;
    endcase
end
endmodule

===== ./run.sh =====
#!/bin/bash
# OpenROAD 26Q1-2900-gdf79404cd8, Yosys 0.63+post, stock flow scripts
make -C /OpenROAD-flow-scripts/flow DESIGN_CONFIG=/design/flow/config.mk WORK_HOME=/design/flow/orfs finish

===== ./config.mk =====
export PLATFORM = sky130hd
export DESIGN_NAME = elevator
export DESIGN_NICKNAME = elevator
export VERILOG_FILES = /design/flow/design.v
export SDC_FILE = /design/flow/constraint.sdc
export NUM_CORES = 4
export LEC_CHECK = 1
export CORE_UTILIZATION = 30
export SYNTH_HDL_FRONTEND = slang

===== ./constraint.sdc =====
current_design elevator

set clk_period 4.8
set clk_io_pct 0.2

create_clock -name clk0 -period $clk_period [get_ports {clk}]

set non_clock_inputs [all_inputs -no_clocks]
set_input_delay [expr $clk_period * $clk_io_pct] -clock clk0 $non_clock_inputs
set_output_delay [expr $clk_period * $clk_io_pct] -clock clk0 [all_outputs]

==> flow_metrics.py <==
# Metrics from the implementation run
metrics = {
    "global_routing": {
        "grtUsageTotal_pct": 16.5,
        "grt_max_degree": 55,
        "overflow": 0,
        "grt_pass1_wl_mm": 32.1,
        "antenna_found_initial": 0,
        "grt_pass1_vias": 6010,
    },
    "finish": {
        "final_cell_area_um2": 8170,
        "instances_no_fill": 1185,
        "fillers": 2473,
        "drive_gt1_share_pct": 8.55,
        "area_growth_pct": 12.0,
        "fin_util_pct": 34.5,
    },
    "yosys": {
        "ys_top_cells_by_count": "nand2_1, dfrtp_1, o21ai_0",
        "ys_seq_share_pct": 35.3,
        "synth_chip_area_um2": 7300,
        "yosys_warnings": 0,
        "ys_ff": 103,
        "synth_top_cell_by_count": "nand2_1",
        "syn_inst": 859,
        "syn_area_per_cell_um2": 8.49,
        "yosys_cells": 859,
        "synthFlopType": "dfrtp_1",
        "ys_types": 76,
        "topCellsByArea": "dfrtp_1, o21ai_0, nand2_1, a21oi_1, ha_1",
        "syn-cell-area_um2": 7300,
        "top_cell_area_share_pct": 35.0,
        "top_area_cell": "dfrtp_1",
        "async_reset_ff_share_pct": 100,
        "edf_count": 0,
    },
    "placed_design": {
        "place_congestion": 0.887,
        "dp_hpwl_mm": 13.5,
        "placed_cells": 1169,
        "dp_slack_ns": 0.978,
        "io_buffer_count": 25,
        "dpl_cell_area_um2": 7860,
    },
    "worst_setup_path": {
        "cp_cell_sequence": "buf_4 > ha_1 > nand3_1 > o211ai_1 > nor2_1 > or3_1 > clkdlybuf4s50_1",
        "startpoint_type": "flop",
        "path_class": "flop to output pin",
        "r2r_end": "floor_to_go[0]$_DFFE_PP0P_",
        "r2r_cells": 9,
        "arrival_ns": 3.16,
        "crit_required_ns": 3.84,
        "rrSetupSlack_ns": 0.94,
        "reg2reg_from": "current_floor[1]$_DFFE_PP0P_",
        "crit_path_max_fanout": 19,
        "setup.worst_path.start": "current_floor[1]$_DFFE_PP0P_",
        "max_stage_delay_ns": 0.76,
        "worstSetupEndpointType": "output pin",
        "worst_path_max_delay_cell": "dfrtp_1",
    },
    "clock_network": {
        "numCtsBuffers": 9,
        "cts_tree": "built",
        "clkLatencyLatePin_ns": 0.35,
        "htreeDepth": 3,
        "clock-sinks": 103,
        "cts_setup_buffers": 0,
        "clockBufferDepth": 2,
        "clkTransAtPathRegs_ns": 0.07,
        "clockRootBuffer": "clkbuf_16",
        "cts_resized": 0,
        "hold_buffers": 0,
    },
    "drt": {
        "dr.first_iter.drc_count": 394,
        "first_pass_iters": 8,
        "wl_per_cell_um": 16.3,
        "drt-total-wl_mm": 19.3,
        "diodes": 0,
        "drc": 0,
        "antenna_left": 0,
        "vias_per_cell": 5.48,
        "via_count": 6491,
    },
    "timing": {
        "maxSlewHeadroom_pct": 39.2,
        "max_slew.worst_pin.slew_ns": 0.905,
        "finalSetupViolations": 0,
        "period_minus_slack_ns": 4.12,
        "fin_ws_ns": 0.680,
        "rsz0062_at_grt": "false",
        "fmax_mhz": 243,
        "finalClockSkew_ns": 0.00653,
        "whs_ns": 0.480,
        "hold_viol": 0,
        "fin_setup_tns_ns": 0,
        "drv_slew": 0,
        "finalClockPeriodUsage_pct": 85.8,
    },
    "die": {
        "pin_count": 26,
        "fp-utilization_pct": 30.8,
        "die_h_um": 158,
        "core_area_um2": 23700,
        "num_rows": 56,
        "chip_area_um2": 25000,
        "die_w_um": 158,
    },
    "hold_path": {
        "holdPathEnd": "counter_1[27]$_DFFE_PP0P_",
        "holdPathStages": 1,
        "hold_start": "counter_1[27]$_DFFE_PP0P_",
        "hold_path_class": "flop to flop",
    },
    "job": {
        "drv_cap": 0,
        "warnings": 36,
    },
    "pwr": {
        "power_leakage_nw": 3.19,
        "p_total_mw": 2.64,
        "power_density_nw_per_um2": 323,
        "ir_worst_vdd_mv": 0.176,
    },
    "run_status": {
        "status": "finished clean",
    },
}
-- metal layers --
layer | routed length [um] | GRT usage [%] | share of wire (%) | vias up
li1 | - | - | - | 3188
met1 | 9110 | 24.4 | 47 | 3052
met2 | 8650 | 25.5 | 45 | 222
met3 | 1180 | 3.29 | 6.1 | 29
met4 | 402 | 3.48 | 2.1 | 0
met5 | 0 | 0 | 0 | -
-- placed cells by master, fill, tap and decap left out, types with 15 or more instances in the layout --
cell and count:
a31oi_1 39, nand2_1 104, nor2b_1 21, o31ai_1 17
nand4_1 17, clkdlybuf4s50_1 25, nand3_1 30, a21oi_1 69
dfrtp_1 101, o21ai_0 90, nor2_1 52, nor3_1 20
nand2b_1 16, ha_1 27, and3_1 15, inv_1 26
-- worst max path at each step --
stage | endpoint | slack, ns
finish | g | 0.68
global route | g | 0.46
CTS | g | 0.66
-- sequential cells by signal, indices dropped and copies added (netlist names) --
register / flops
counting: 1
calls: 8
counter_1: 31
counter: 31
enable_1s: 1
call_up: 8
current_floor: 3
current_state: 7
call_down: 8
enable_20s: 1
counting_1: 1
floor_to_go: 3
-- report_power, final --
| part | internal [mW] | switching, mW |
|---|---|---|
| clock network | 0.457 | 0.332 |
| logic | 0.318 | 0.445 |
| registers | 0.952 | 0.138 |
-- worst max-delay path, delay by kind of cell (launching register included) --
| family | cells | cell delay (ns) |
|---|---|---|
| flip-flops | 1 | 0.76 |
| buffers and inverters | 2 | 0.86 |
| adder cells (fa/ha/maj) | 1 | 0.29 |
| AND/OR/NAND/NOR | 3 | 0.72 |
| AND-OR/OR-AND | 1 | 0.18 |
-- layout make-up --
cell class	count	area [um^2]	share of cell area, %
Clock inverter	6	83.8	1.03
Inverter	28	108	1.32
Multi-Input combinational cell	680	4420	54.1
Sequential cell	103	2580	31.6
Clock buffer	10	229	2.80
Tap cell	319	399	4.88
Timing Repair Buffer	39	355	4.35
-- logic make-up (layout without fill, tap and decap cells) --
family | Yosys count | count (layout) | synth area share [%]
adders and majority gates | 27 | 27 | 4.63
and+or+nand+nor | 326 | 326 | 22.7
xor gates and xnor gates | 13 | 13 | 1.56
muxes | 35 | 35 | 8.08
other | 1 | 1 | 0.0514
DFF | 103 | 103 | 35.3
AOI/OAI and AO/OA | 278 | 278 | 23.4
buffers and inverters | 76 | 83 | 4.32
No activity file was given, so power comes from the tool's default toggle rates.
